==> /design/flow/design.v <==
module fullAdder(a, b, cIn, sum, cOut);
input [3:0] a, b;
input cIn;
output reg [3:0] sum;  
output reg cOut; 
reg [4:0] tempOutput;  
always @(*) begin  
    tempOutput = a + b;
    tempOutput = tempOutput + cIn; 
    sum = tempOutput[3:0];
    cOut = tempOutput[4];
end
endmodule 
module fourFullAdder(a, b, cIn, cOutFinal, sumFinal);
    input [15:0] a, b;
    input cIn;
    wire [3:0] cOut;  
    wire [15:0] sum;
    output reg [3:0] cOutFinal;
    output reg [15:0] sumFinal;
    fullAdder zeroToThree (
        .a(a[3:0]),
        .b(b[3:0]),
        .cIn(cIn),
        .cOut(cOut[0]),
        .sum(sum[3:0])
    );
    fullAdder fourToSeven (
        .a(a[7:4]),
        .b(b[7:4]),
        .cIn(cOut[0]),
        .cOut(cOut[1]),
        .sum(sum[7:4])
    );
    fullAdder eightToEleven (
        .a(a[11:8]),
        .b(b[11:8]),
        .cIn(cOut[1]),
        .cOut(cOut[2]),
        .sum(sum[11:8])
    );
    fullAdder twelveToFifteen (
        .a(a[15:12]),
        .b(b[15:12]),
        .cIn(cOut[2]),
        .cOut(cOut[3]),
        .sum(sum[15:12])
    );
    always @(*) begin
        cOutFinal =  cOut;
        sumFinal = sum; 
    end
endmodule
==> /design/flow/run.sh <==
#!/bin/bash
# OpenROAD 26Q1-2900-gdf79404cd8, Yosys 0.63+post, stock flow scripts
make -C /OpenROAD-flow-scripts/flow DESIGN_CONFIG=/design/flow/config.mk WORK_HOME=/design/flow/orfs finish
==> /design/flow/config.mk <==
export PLATFORM = sky130hd
export DESIGN_NAME = fourFullAdder
export DESIGN_NICKNAME = fourFullAdder
export VERILOG_FILES = /design/flow/design.v
export SDC_FILE = /design/flow/constraint.sdc
export NUM_CORES = 4
export LEC_CHECK = 1
export CORE_AREA = 10 10 78 78
export DIE_AREA = 0 0 88 88
==> /design/flow/constraint.sdc <==
current_design fourFullAdder

set clk_period 18.2
set clk_io_pct 0.2

create_clock -name clk0 -period $clk_period

set non_clock_inputs [all_inputs -no_clocks]
set_input_delay [expr $clk_period * $clk_io_pct] -clock clk0 $non_clock_inputs
set_output_delay [expr $clk_period * $clk_io_pct] -clock clk0 [all_outputs]
==> run notes <==
fresh numbers from the pnr run: status finished clean, yosys stat area 577 µm², RSZ-0062 raised after global routing false, post-CTS setup repair buffer count 0, Slew Limit Fails 0, FP Core Util 13.1%, hold_buf cts 0, Post-Syn Area 577 µm², pin count of the biggest net entering global routing 5, worst-path fanout max 2, Least-Margin Pin Slew 0.187 ns, DR WL/cell 11.7 µm, filler cell count 485, Post-Route Setup TNS 0 ns, chip width 88 µm, Die Ht 88 µm, post-synthesis sequential area ratio 0%, Setup CP Type in2out, ANT nets after route 0, Pre-antenna DRT Iters 2, Min Hold Slack 8.34 ns, Global Route Usage Sum 4.89%, tool warnings 32, layout cells sized above 1 0.893%, Final Hold Fails 0, Fmax 80.8 MHz, overall power 0.0000392 W, post-route design area 1140 µm², Hold Startpoint cIn, Post-Syn Instances 63, dpl ws 5.78 ns, min cycle time layout 12.38 ns, first-pass GRT wire length 3.10 mm, Total Die Area 7740 µm², Final GP Congestion 0.730, worst vdd rail ir drop 0.0131 mV, post-synth top area share 27.8%, syn avg cell area 9.16 µm², worst hold-check path type in2out, Final Setup Violations 0, Area contributors post-synth fa_1, ha_1, a21o_1, worst path arrival time 8.74 ns, crit path DRT 14.56 ns, ys cells 63, Placeable Area 4410 µm², drt drc 0, max-cap viol count 0, Worst setup startpoint a[0], final wirelength 1.92 mm, period utilization 68.0%, Port-buffer cells 53, vias in the first global route 679, Clock buffer cells 0, grt ovf 0, synth-to-layout area growth 98.0%, 1st-iter DRT viols 1, Rows 24, PwrDens 34.4 nW/µm², # IOs 53, Synth Warn # 2, placed instance area 1140 µm², # diodes 0, post_cts resized 0, worst setup path endpoint sumFinal[13], via-per-instance ratio 3.51, vias post-DR 576, Slew headroom 87.5%, Critical Path Start Type input port, final worst slack 5.82 ns, area leader, netlist fa_1, antenna violations before repair 0, Leakage 0.530 nW, Cell Type Count 13, detailed placer's ending HPWL 1.82 mm, Setup crit end kind output port, register area 0 µm², seq_cells 0
-- critical path: stages --
cell             delay, ns
clkdlybuf4s50_1       0.39
inv_1                 0.07
fa_1                  0.16
inv_1                 0.06
fa_1                  0.40
a21o_2                0.23
a21o_1                0.19
fa_1                  0.41
fa_1                  0.42
a21o_1                0.20
a21o_1                0.19
fa_1                  0.39
inv_1                 0.08
fa_1                  0.19
nor2b_1               0.05
o21ai_0               0.15
nand2b_1              0.11
fa_1                  0.39
inv_1                 0.08
fa_1                  0.40
inv_1                 0.06
clkdlybuf4s50_1       0.47
-- cells in the mapped netlist --
library cell and instances:
nor2b_1 2, a21o_2 1, buf_4 4, ha_1 12, a31oi_1 1, xor2_1 2, a21oi_1 3, o21ai_0 2
inv_1 13, nand2b_1 2, a21o_1 7, fa_1 8, xnor2_1 6
-- through the flow --
step | std cells | utilization (%)
2_1_floorplan | 63 | -
3_3_place_gp | 164 | 25.9
3_5_place_dp | 164 | 25.9
4_1_cts | 164 | 25.9
5_1_grt | 164 | 25.9
6_report | 164 | 25.9
-- routing by layer --
layer / wire length (µm) / share of wire [%] / track usage [%] / vias to the layer above
li1: - / - / - / 301
met1: 798 / 42 / 5.64 / 223
met5: 0 / 0 / 0 / -
met4: 0 / 0 / 0 / 0
met3: 679 / 35 / 6.74 / 0
met2: 436 / 23 / 5.42 / 52
-- power breakdown --
part           total [W]  switching [W]  leakage [nW]  internal, W
Clock                  0              0             0            0
Combinational  0.0000392      0.0000115         0.530    0.0000278
Sequential             0              0             0            0
Total          0.0000392      0.0000115         0.530    0.0000278
-- how the worst min path moves through the flow --
stage	slack (ns)	cells after the start	end
after CTS	8.36	5	sumFinal[0]
after global routing	8.40	5	sumFinal[0]
final	8.34	5	sumFinal[0]
-- area by class of cell --
| type | count | area (µm²) | share of cell area [%] |
|---|---|---|---|
| inverters | 13 | 48.8 | 4.27 |
| multi-input cells | 46 | 498 | 43.6 |
| well taps | 52 | 65.1 | 5.70 |
| repair buffers | 53 | 531 | 46.4 |
-- logic make-up after synthesis --
family | synth area share (%)
fa+ha+maj | 53.8
compound gates | 16.1
xor+xnor | 12.1
simple gates | 4.34
buf+inv | 13.7
-- cell usage in the layout (no fill, tap or decap) --
master           instances
clkdlybuf4s50_1         53
inv_1                   13
ha_1                    12
fa_1                     8
a21o_1                   7
xnor2_1                  6
a21oi_1                  3
nor2b_1                  2
o21ai_0                  2
nand2b_1                 2
xor2_1                   2
a21o_2                   1
a31oi_1                  1
Power and IR drop assume default switching activity.
