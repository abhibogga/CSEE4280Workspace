[config.mk]
export PLATFORM = sky130hd
export DESIGN_NAME = SampleFSM
export DESIGN_NICKNAME = SampleFSM
export VERILOG_FILES = /design/flow/design.v
export SDC_FILE = /design/flow/constraint.sdc
export NUM_CORES = 4
export LEC_CHECK = 1
export CORE_AREA = 10 10 70 70
export DIE_AREA = 0 0 80 80
[constraint.sdc]
current_design SampleFSM

set clk_period 1.0
set clk_io_pct 0.2

create_clock -name clk0 -period $clk_period [get_ports {Clk}]

set non_clock_inputs [all_inputs -no_clocks]
set_input_delay [expr $clk_period * $clk_io_pct] -clock clk0 $non_clock_inputs
set_output_delay [expr $clk_period * $clk_io_pct] -clock clk0 [all_outputs]
[design.v]
`timescale 1ns/1ns
module SampleFSM(B, X, Clk, Rst);
input B;
output reg X;
input Clk, Rst;
parameter S_Off = 0, S_On1 = 1, S_On2 = 2, S_On3 = 3;
reg [1:0] State, StateNext;
always @(State, B) begin
  case (State)
	S_Off: begin
		X <= 0;
		if (B == 0)
			StateNext <= S_Off;
		else
			StateNext <= S_On1;
		end
	S_On1: begin
		X <= 1;
		StateNext <= S_On2;
		end
	S_On2: begin
		X <= 1;
		StateNext <= S_On3;
		end
	S_On3: begin
		X <= 1;
		StateNext <= S_Off;
		end
  endcase
end
always @(posedge Clk) begin
  if (Rst == 1)
	State <= S_Off;
  else
	State <= StateNext;
end
endmodule
[run.sh]
#!/bin/bash
# OpenROAD 26Q1-2900-gdf79404cd8, Yosys 0.63+post, stock flow scripts
make -C /OpenROAD-flow-scripts/flow DESIGN_CONFIG=/design/flow/config.mk WORK_HOME=/design/flow/orfs finish
==> CHANGELOG.md <==
## Implementation

* Synth top area cells: dfxtp_1, nor2b_1, nor3b_1
* Vias in the first global route at 103
* Cell area after synthesis at 119 µm²
* Post-CTS Setup Bufs at 0
* Slew HR at 0.896
* Met3 Routed Length at 60 µm
* Clock-pin transition on the worst setup and hold timing paths at 0.04 ns
* Crit. Startpoint: State[1]$_DFF_P_
* Dominant synthesized flop cell: dfxtp_1
* Ys flops at 4
* Core Box Area at 0.00342 mm²
* Worst-path fanout max at 2
* Synth cell count leaders: dfxtp_1, nor2b_1
* Routed WL at 295 µm
* Bufs on Longest Clock Path at 2
* Largest Register: State
* TNS Setup at -0.197 ns
* Yosys top cell by area: dfxtp_1
* DR top layer: met3
* Cell area after layout at 226 µm²
* Area Growth Syn to Fin at 90.5%
* Clk root buf: clkbuf_4
* Crit path DAT at 1.00 ns
* Hold_buf cts at 0
* DRT met1 WL at 132 µm
* Layout cells sized above 1 at 0.235
* Tool warnings at 27
* Slack of the critical path at -0.197 ns
* Fin crit period at 1.20 ns
* GPL Wtd Cong at 0.588
* Worst-Skew Late Latency at 0.23 ns
* Mux share at 0
* Wire per inst at 4.61 µm
* Leakage at 0.0801 nW
* Row Count at 21
* Io pins at 4
* Adder share at 0
* Post-synth seq share at 0.674
* Max Fclk at 835 MHz
* Crit path launch type: flop
* Top non-seq family: simple AND/OR/NAND/NOR gates
* Reg2reg start: State[0]$_DFF_P_
* Max FFs per register at 4
* Initial antenna violation count at 1
* Drt pass-1 iters at 2
* Routed Antenna Nets at 0
* CP Data Required Time at 0.80 ns
* Die area at 0.00640 mm²
* Max Slew Vio Count at 0
* Cells after synthesis at 11
* Unrepaired setup endpoints after global routing: yes
* Synth Area per Inst at 10.8 µm²
* I/O Buffers at 3
* AO/OA Area Share at 0.0421
* Yosys cell count at 11
* CTS Sinks at 4
* Worst slew pin tran at 0.154 ns
* Die width at 80 µm
* XOR/XNOR share of the synthesized area at 0
* First-pass GRT wire length at 476 µm
* HP Class: flop to flop
* Simple share at 0.253
* Setup-failing EPs final at 1
* Synth top cell by count: dfxtp_1
* CTS tree: built
* Distinct lib cells at 7
* CP endpoint kind: output pin
* Vias per cell at 1.44
* Top cell area share at 0.674
* Yosys warnings at 1
* Number of enable flip-flop cells at 0
* HP Start: State[2]$_DFF_P_
* Status: finished with violations
* DP Area at 206 µm²
* Via Count at 92
* Place WS at -0.257 ns
* Floorplan Utilization at 0.0348
* Cycle use final at 1.20
* Total of max-cap violations at 0
* CTS HTree Levels at 1
* Skew final at 0.00201 ns
* Failing checks: setup timing
* GRT overflow at 0
* Peak VDD IR at 0.218 mV
* Worst Setup Path Type: flop to output pin
* DR DRC count at 0
* Gr usage total at 0.0111
* Yosys chip area at 119 µm²
* Die height at 80 µm
* PD cells at 1750 mW/mm²
* Largest net degree at the start of global routing at 5
* Biggest regs: State x4
* Met2 routed WL at 102 µm
* Cts bufs inserted at 3
* Final Hold Viols at 0
* First-iteration detailed-routing DRC count at 12
* Asr flop ratio synth at 0
## report_power, final
group          internal, mW  total (mW)  switching (mW)
Combinational        0.0150      0.0229         0.00790
Clock                 0.134       0.203          0.0690
Sequential            0.168       0.171         0.00247
Total                 0.318       0.397          0.0794
## per-layer routing
layer | GRT usage | vias up
met5 | 0 | -
met4 | 0.00528 | 0
met3 | 0.0193 | 0
met2 | 0.00883 | 3
met1 | 0.0113 | 40
li1 | - | 49
## metrics by stage
stage	power, mW	std cells	hold WS [ns]	util
floorplan	0.181	11	0.272	-
global placement	0.199	60	0.423	0.0604
detailed placement	0.200	60	0.442	0.0604
CTS	0.410	63	0.448	0.0656
global route	0.415	64	0.472	0.0663
finish	0.397	64	0.453	0.0663
## cell type report
class                           count  area, µm²
Fill cell                         413       3190
Tap cell                           46       57.6
Clock buffer                        3       22.5
Antenna cell                        1       2.50
Sequential cell                     4       80.1
Inverter                            1       3.75
Timing Repair Buffer                3       25.0
Multi-Input combinational cell      6       35.0
## worst paths after layout
check	end	slack [ns]	cells past startpoint
worst max-delay path	X	-0.20	2
worst min-delay path	State[1]$_DFF_P_	0.45	1
worst max register to register	State[2]$_DFF_P_	0.40	2
worst min register to register	State[1]$_DFF_P_	0.45	1
## cell usage in the layout (no fill, tap or decap), drive strengths merged
cell,count
nor2,1
or3,1
diode,1
buf,1
nor3b,1
o21ai,1
inv,1
dfxtp,4
clkdlybuf4s50,2
clkbuf,3
nor2b,2
## worst max-delay path, stage by stage, from the launching register on
cell and delay [ns]:
dfxtp_1 0.29, or3_1 0.35, buf_2 0.12
## logic make-up after synthesis
kind of cell	count (synthesis)
buffers and inverters	1
AND/OR/NAND/NOR	5
flip-flops	4
AND-OR/OR-AND	1
## repair_timing
| item | 4_1_cts | 5_1_grt |
|---|---|---|
| endpoints found under the setup margin | 1 | 1 |
| gates resized | 3 | 0 |
| gates cloned | 0 | 0 |
Power and IR drop assume default switching activity.
